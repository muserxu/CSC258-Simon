## design/flow/constraint.sdc

```tcl
current_design level_loader

set clk_period 1.0
set clk_io_pct 0.2

create_clock -name clk0 -period $clk_period [get_ports {clk}]

set non_clock_inputs [all_inputs -no_clocks]
set_input_delay [expr $clk_period * $clk_io_pct] -clock clk0 $non_clock_inputs
set_output_delay [expr $clk_period * $clk_io_pct] -clock clk0 [all_outputs]
```

## design/flow/run.sh

```bash
#!/bin/bash
# OpenROAD 26Q1-2900-gdf79404cd8, Yosys 0.63+post, stock flow scripts
make -C /OpenROAD-flow-scripts/flow DESIGN_CONFIG=/design/flow/config.mk WORK_HOME=/design/flow/orfs finish
```

## design/flow/design.v

```verilog
module level_loader(
    input go,
    input [1:0] color_in,
    input reset,
    input clk,
    output reg [2:0] addr,
    output reg [1:0] color_out,
    output reg write
    );
    localparam MAX_LEVEL = 4'd8;
    always @(posedge clk) begin
        if (~reset) begin
            addr <= 3'b0;
            color_out <= 3'b0;
            write <= 1'b0;
        end
        else begin
            if (addr < MAX_LEVEL) begin
                color_out <= color_in;
                write <= 1'b1;
                addr <= addr + 1'b1;
            end
        end
    end
    always @(negedge clk) begin
        write <= 1'b0;
    end
endmodule
```

## design/flow/config.mk

```make
export PLATFORM = sky130hd
export DESIGN_NAME = level_loader
export DESIGN_NICKNAME = level_loader
export VERILOG_FILES = /design/flow/design.v
export SDC_FILE = /design/flow/constraint.sdc
export NUM_CORES = 4
export LEC_CHECK = 1
export CORE_AREA = 10 10 70 70
export DIE_AREA = 0 0 80 80
```

==> results.ini <==
[status]
status = finished clean

[final_timing]
rsz0062_at_grt = true
setup_viol = 0
hold_violations = 0
period_used_pct = 96.66
max_freq_mhz = 1035
skew_ns = 0.00003389
timing.setup.tns_ns = 0
fin_crit_ns = 0.9666
drv_slew = 0

[yosys]
syn_avg_cell_area_um2 = 11.71
ys_area_um2 = 163.9
ys_cells = 14
flop_cell = dfxtp_1
netlist_top_cells_area = dfxtp_1 (61%), and2_1 (15%), ha_1 (7.6%)
synth-edff-count = 0
ys_types = 7
yosysSeqAreaShare_pct = 61.07
synthCells = 14
yosysWarnings = 3
synth_dominant_cell_count = dfxtp_1
largest_area_cell = dfxtp_1
yosys.area.top_type_share_pct = 61.07
async_reset_ff_share_pct = 0
ys_ff = 5
netlist_area_um2 = 163.9
common_cells = dfxtp_1 (5), and2_1 (4)

[global_routing]
grt_pass1_wl_um = 759
grt.total_usage_pct = 1.738
grt_max_degree = 6
grt_pass1_vias = 154
antenna_found_initial = 0
grt_overflow = 0

[power_and_ir_drop]
peakVddDrop_v = 0.0003337
power.leakage_nw = 0.1368
p_per_area_nw_per_um2 = 1447
p_total_mw = 0.5142

[floorplan]
io_pins = 11
fp-row-count = 21
die_area_um2 = 6400
die_w_um = 80
dieHeight_um = 80
coreArea_um2 = 3416
initCoreUtil_pct = 4.799

[cells_and_area]
layout.cells.non_filler = 73
fin_util_pct = 10.40
drive_gt1_share_pct = 33.33
areaGrowthSynthToFinish_pct = 116.8

[routing]
drcViolationCount = 0
avgRoutedWirePerCell_um = 6.192
n_antenna_cell = 0
postRouteAntennaNets = 0
drt_pre_antenna_iters = 2
num_vias = 128
wirelength_um = 452
drt_iter0_markers = 13
vias_per_cell = 1.753

[job]
warnings = 28
maxCapViolations = 0

[cts]
numCtsBuffers = 3
cts_root_buf = clkbuf_4
cts.sink_count = 5
clkLatencyLatePin_ns = 0.24
cts_buffer_depth = 2
path_clk_slew_ns = 0.04
ctsHoldBuffers = 0
htreeDepth = 1
cts_tree = done

[worst_setup_path]
startpoint_type = flip-flop
crit_fanout = 2
rrSetupSlack_ns = 0.03
end_kind = flip-flop
crit_type = reg -> reg
cp.required_ns = 1.13
cp_data_arrival_time_ns = 1.10

[worst_hold_path]
hp-class = reg -> reg

[placed_design]
port_buffers = 8
dpl.cell_count = 68
gp_congestion = 0.6826

-- registers in the layout (all words and copies together) (netlist names) --
| signal | count |
|---|---|
| color_out | 2 |
| addr | 3 |
-- layer usage --
layer,track usage (%),share of wire (%),up-vias,routed length [um]
met4,0.1761,0,0,0
met2,2.006,34,11,153
met1,1.731,40,52,180
met5,0,0,-,0
li1,-,-,65,-
met3,2.614,26,0,117
-- timing repair --
item / 4_1_cts / 5_1_grt
resized: 10 / 6
pin swaps: 0 / 1
setup endpoints to repair: 5 / 6
setup buffers: 1 / 0
-- cells in the final DEF, fill, tap and decap left out, drive strengths merged --
master	instances
clkdlybuf4s50	3
ha	1
nor2b	1
conb	1
buf	2
and2	4
clkbuf	4
clkdlybuf4s15	5
dfxtp	5
xor2	1
-- through the flow --
stage          worst slack (ns)  instance area, um^2  hold WS (ns)
5_1_grt               -0.008707                355.3        0.5194
3_5_place_dp           -0.02562                301.5        0.4417
4_1_cts                -0.01305                345.3        0.5086
3_3_place_gp           -0.01634                301.5        0.4309
6_report                0.03339                355.3        0.5054
2_1_floorplan            0.1196                163.9        0.3217
-- layout make-up --
type	instances	area (um^2)
Clock buffer	4	26.28
Fill cell	406	3060
Multi-Input combinational cell	8	68.82
Timing Repair Buffer	10	98.84
Tap cell	46	57.56
Sequential cell	5	103.9
-- worst max-delay path, cell delays in order (launching register included) --
cell and delay [ns]:
dfxtp_2 0.32, buf_6 0.12, ha_4 0.15, xor2_1 0.15, and2_1 0.13
-- power by group --
| part | switching, mW | leakage [nW] | internal (mW) |
|---|---|---|---|
| combinational | 0.0163 | 0.0794 | 0.0465 |
| sequential | 0.00832 | 0.0424 | 0.217 |
| clock | 0.0759 | 0.0150 | 0.150 |
| total | 0.101 | 0.137 | 0.414 |
-- kinds of logic after synthesis --
group / count (synthesis) / synth area share (%)
adder cells (fa/ha/maj): 1 / 7.632
other: 1 / 2.288
AND/OR/NAND/NOR: 5 / 19.08
buffers and inverters: 1 / 4.582
flip-flops: 5 / 61.07
XOR/XNOR: 1 / 5.344
-- worst paths after layout --
path	cells after the start	from	endpoint
worst min register to register	2	addr[0]	addr[0]
worst max register to register	4	addr[0]	addr[2]
worst min-delay path	2	addr[0]	addr[0]
worst max-delay path	4	addr[0]	addr[2]
Power and IR drop assume default switching activity.
