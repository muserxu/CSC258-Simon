$ cat flow/design.v
module rng(
    input clk,
    input reset,
    output [1:0] out
    );
    reg [15:0] value = 16'd13680;
    assign out = value[15:14];
    always @(posedge clk) begin
        value <= {value[14:0], value[12] ^ value[7]};
    end
endmodule
$ cat flow/run.sh
#!/bin/bash
# OpenROAD 26Q1-2900-gdf79404cd8, Yosys 0.63+post, stock flow scripts
make -C /OpenROAD-flow-scripts/flow DESIGN_CONFIG=/design/flow/config.mk WORK_HOME=/design/flow/orfs finish
$ cat flow/config.mk
export PLATFORM = sky130hd
export DESIGN_NAME = rng
export DESIGN_NICKNAME = rng
export VERILOG_FILES = /design/flow/design.v
export SDC_FILE = /design/flow/constraint.sdc
export NUM_CORES = 4
export LEC_CHECK = 1
export CORE_AREA = 10 10 70 70
export DIE_AREA = 0 0 80 80
$ cat flow/constraint.sdc
current_design rng

set clk_period 1.2
set clk_io_pct 0.2

create_clock -name clk0 -period $clk_period [get_ports {clk}]

set non_clock_inputs [all_inputs -no_clocks]
set_input_delay [expr $clk_period * $clk_io_pct] -clock clk0 $non_clock_inputs
set_output_delay [expr $clk_period * $clk_io_pct] -clock clk0 [all_outputs]
==> job_summary.md <==
### Yosys + OpenROAD results

| Metric | Value |
|---|---|
| Postcts setup bufs | 0 |
| Top-level I/O count | 4 |
| Fill cells | 389 |
| Max Slew Vio Count | 0 |
| Final hold viol count | 0 |
| Placement Rows | 21 |
| Total power | 0.000783 W |
| CTS tree | yes |
| Power share of the clock group | 32.3% |
| FP Util | 10.1% |
| Wire per inst | 4.87 um |
| Clock skew | 0.00130 ns |
| Bufs and invs on worst path | 1 |
| Maximum vdd drop | 0.819 mV |
| Crit path max-delay family | flip-flops |
| Yosys cell count | 19 |
| Htree depth | 1 |
| Top Registers | value: 16 flops |
| Core outline area | 3420 um2 |
| Hold WC Path Type | reg2reg |
| Gp weighted congestion | 0.639 |
| Max-cap viol count | 0 |
| CP startpoint kind | flop |
| Vert. Die Dim | 80 um |
| First-pass GRT wire length | 586 um |
| Worst-skew pair later-pin latency | 0.27 ns |
| CTS max path bufs | 2 |
| RSZ-0062 raised after global routing | no |
| Vias in the first global route | 117 |
| Slew headroom | 91.4% |
| Pleak | 0.169 nW |
| Worst EP arrival | 0.82 ns |
| Final period util | 88.3% |
| Sw frac | 17.5% |
| Detailed router's first-iteration violation count | 0 |
| Worst-path clk slew | 0.08 ns |
| Highest Clock Rate | 944 MHz |
| CTS Root Cell | clkbuf_4 |
| Crit-path max cell delay | 0.32 ns |
| # diodes | 0 |
| CTS Buf Count | 3 |
| Share of cells above drive strength 1 | 18.2% |
| GRT Overall Usage | 1.31% |
| Die x size | 80 um |
| Quantity of gates resized following cts | 3 |
| Post-Route WL | 331 um |
| Initial antenna violation count | 0 |
| CP max FO | 2 |
| Sum Neg Setup Slack | 0 ns |
| Sequential power share | 67.7% |
| Register Area | 322 um2 |
| Ys flops | 16 |
| Comb power frac | 0% |
| Overflow after GRT | 0 |
| Crit path cell chain | dlygate4sd2_1 |
| Synthesized instance count | 19 |
| Post-CTS Hold Fix Bufs | 0 |
| Cell Int Power | 0.000646 W |
| Logic area | 8.76 um2 |
| Via count | 124 |
| Drt first pass iters | 1 |
| YS warnings | 1 |
| Min cycle time layout | 1.06 ns |
| Pwr Density | 1830 nW/um2 |
| Max reg flops | 16 |
| PortBufs | 2 |
| Largest net degree at the start of global routing | 9 |
| Worst Max-Slew Pin Slew | 0.129 ns |
| Sink Count | 16 |
| Vias per inst | 1.82 |
| Slowest-stage cell, CP | dfxtp_2 |
| DIE AREA | 6400 um2 |
| Post-Syn Area per Cell | 18.1 um2 |
| Sw power | 0.000137 W |
| YS chip area | 344 um2 |
| Detail Route Antenna Nets | 0 |
| Endpoint class of the critical path | output pin |
| Synth cell types | 3 |
| Req. time, crit path | 0.96 ns |
| Syn-to-layout area delta | 24.4% |
| Critical path class | reg2out |
| Outcome | complete, no violations |
| DRC viols | 0 |
| Setup violators final | 0 |
| Register area share after synthesis | 93.1% |
| Register with the most flip-flops | value |
| Number of OpenROAD warnings | 26 |
| Mapped Area | 344 um2 |
cell usage in the layout, fill, tap and decap left out:
cell / count
dfxtp_1: 15
dfxtp_2: 1
xor2_1: 1
clkbuf_4: 3
dlygate4sd2_1: 2
power by group through the flow:
stage | Combinational (W) | Sequential [W] | Clock (W)
final | 0.0000000000260 | 0.000530 | 0.000253
after global routing | 0.0000000000260 | 0.000530 | 0.000302
after CTS | 0.0000000000260 | 0.000530 | 0.000261
layout make-up:
| cell class | instances | share of cell area (%) |
|---|---|---|
| repair buffers | 2 | 4.09 |
| clock buffers | 3 | 5.26 |
| multi-input cells | 1 | 2.05 |
| flip-flops and latches | 16 | 75.1 |
| well taps | 46 | 13.5 |
cells by family after synthesis:
group | count (synthesis) | share of synthesized area, %
XOR/XNOR | 1 | 2.55
flip-flops | 16 | 93.1
buffers and inverters | 2 | 4.36
metrics by stage:
stage          util [%]  cell area [um2]  std cells  hold WS [ns]  setup slack (ns)
2_1_floorplan         -              344         19         0.310             0.569
3_3_place_gp       11.9              407         65         0.311             0.194
3_5_place_dp       11.9              407         65         0.312             0.190
4_1_cts            12.5              428         68         0.330             0.125
5_1_grt            12.5              428         68         0.335            0.0958
6_report           12.5              428         68         0.329             0.140
cells in the mapped netlist (all sizes together):
| library cell | instances | area, um2 |
|---|---|---|
| dfxtp | 16 | 320 |
| buf | 2 | 15.0 |
| xor2 | 1 | 8.76 |
path summary, 6_finish.rpt:
path,startpoint,end,slack (ns),depth (start not counted)
worst max register to register,value[7],value[0],0.61,1
worst max-delay path,value[14],out[0],0.14,1
worst min-delay path,value[13],value[14],0.33,0
worst min register to register,value[13],value[14],0.33,0
metal layers:
metal	GRT usage (%)	vias to the layer above	wire length (um)
met5	0	-	0
met4	0.176	0	0
li1	-	61	-
met3	2.27	0	87
met2	0.963	7	86
met1	1.56	56	157
Power and IR drop assume default switching activity.
