--- /design/flow/design.v ---
module rate_divider(
    input clk,
    output reg pulse
    );
    reg [26:0] counter = 26'd0;
    wire pul;
    localparam RATE = 26'd49_999_999;
    always @(posedge clk) begin
        counter <= counter + 1;
        if (counter == RATE)
            pulse <= 1'b1;
        else
            pulse <= 1'b0; 
    end
endmodule
--- /design/flow/run.sh ---
#!/bin/bash
# OpenROAD 26Q1-2900-gdf79404cd8, Yosys 0.63+post, stock flow scripts
make -C /OpenROAD-flow-scripts/flow DESIGN_CONFIG=/design/flow/config.mk WORK_HOME=/design/flow/orfs finish
--- /design/flow/config.mk ---
export PLATFORM = sky130hd
export DESIGN_NAME = rate_divider
export DESIGN_NICKNAME = rate_divider
export VERILOG_FILES = /design/flow/design.v
export SDC_FILE = /design/flow/constraint.sdc
export NUM_CORES = 4
export LEC_CHECK = 1
export CORE_AREA = 10 10 111 111
export DIE_AREA = 0 0 121 121
--- /design/flow/constraint.sdc ---
current_design rate_divider

set clk_period 5.4
set clk_io_pct 0.2

create_clock -name clk0 -period $clk_period [get_ports {clk}]

set non_clock_inputs [all_inputs -no_clocks]
set_input_delay [expr $clk_period * $clk_io_pct] -clock clk0 $non_clock_inputs
set_output_delay [expr $clk_period * $clk_io_pct] -clock clk0 [all_outputs]
==> flow_summary.yaml <==
# physical design summary
outcome:
  status: "finished, final reports clean"
worst_hold_path:
  hold_path.startpoint: "counter[0]"
  hold_class: "register to register"
  whs_path_depth: 1
  hold_end: "counter[0]"
layout:
  area_growth_syn_to_layout_pct: 22.2
  nFillCells: 1096
  instances_no_fill: 248
  flop_area_sq_um: 561
  drive_above_1_share_pct: 6.96
  fin_area_sq_um: 1370
  lay_top_count: "dfxtp_1"
  logic_area_sq_um: 546
  most-common-layout-cells: "dfxtp_1, xnor2_1, nand3_1"
synth:
  postSynthSeqShare_pct: 50.2
  ys_cells: 110
  netlist_instances: 110
  yosysUniqueCellTypes: 18
  ys_warn_count: 1
  ys_ff: 28
  synth_area_sq_um: 1120
  ys_chip_area_sq_um: 1120
  avgSynthCellArea_sq_um: 10.2
grt:
  grt_overflow: 0
  first_global_vias: 720
  grt_max_degree: 17
  grt_first_pass_wirelength_microns: 3280
  grt_use_total_pct: 2.66
  antenna_found_initial: 0
worst_setup_path:
  cp_top_family: "buffers and inverters"
  ff2ff_setup_slack_ns: 3.85
  cp_slowest_cell: "clkdlybuf4s50_1"
  cpPeakStageDelay_ns: 0.45
  timing.rr.start: "counter[3]"
  critPathKind: "register to output pin"
  critPathMaxFanout: 1
  critPathArrivalTime_ns: 1.04
  required_ns: 4.32
  cp-start-kind: "register"
  worstReg2RegEnd: "counter[11]"
  crit_chain: "clkdlybuf4s50_1"
  reg2reg_depth: 4
  endpoint_kind: "output pin"
  path_buffers: 1
placed_design:
  dp.cells: 244
  place_area_sq_um: 1290
  gp_congestion: 0.801
  port_buffers: 1
  post-place-ws_ns: 3.58
floorplanning:
  fp.coreArea_sq_um: 9860
  dieWidth_microns: 121
  die_area_sq_um: 14600
  fp_util_pct: 11.3
  rows: 36
  die_h_microns: 121
  io_pins: 2
routing:
  ant_nets: 0
  drc_errors: 0
  dr.first_iter.drc_count: 25
  firstDrtPassIters: 4
  vias_per_cell: 2.96
  num_vias: 735
  detail_route.wl_per_cell_microns: 7.15
  insertedDiodeCount: 0
  drt-total-wl_microns: 1770
final_timing:
  relSlewSlack_pct: 60.5
  setup_violations: 0
  report.final.slew_viol_count: 0
  tns_ns: 0
  hold_viol: 0
  setup_ws_ns: 3.28
  hold_slack_ns: 0.420
  rsz0062_at_grt: "false"
  fin_crit_sh_pct: 39.3
  worst-slew-pin-transition_ns: 0.590
  fin_worst_skew_ns: 0.00936
  fmax_ghz: 0.472
  min_period_ns: 2.12
clock_tree:
  cts_tree: "yes"
  clockBufferDepth: 2
  numCtsBuffers: 3
  clk_pin_slew_ns: 0.10
  cts.sinks: 28
  cts_max_level: 1
  ctsHoldBuffers: 0
  post_cts_resized: 0
  cts_root_buf: "clkbuf_8"
  postCtsSetupBuffers: 0
  clk_latency_ns: 0.27
pwr:
  p_leak_nw: 0.415
  irDropWorstVdd_uv: 134
  powerDensity_nw_per_um2: 269
run:
  max_cap_viol_count: 0
  tool_warnings: 25
==> final cells by class <==
class	instances	share of cell area (%)
multi-input cells	79	40.0
clock buffers	3	3.02
repair buffers	1	0.733
clock inverters	1	2.20
well taps	133	12.2
flip-flops and latches	28	41.1
inverters	3	0.825
==> worst max-delay path by stage <==
stage / from / to / slack [ns] / cells past startpoint
after CTS: pulse / pulse / 3.26 / 1
after global routing: pulse / pulse / 3.22 / 1
final: pulse / pulse / 3.28 / 1
==> cell families (layout without fill, tap and decap cells) <==
family	count (synthesis)	count (layout)	synth area share [%]
and+or+nand+nor	53	53	28.1
adders and majority gates	1	1	1.12
buffers and inverters	3	8	1.01
DFF	28	28	50.2
xor gates and xnor gates	25	25	19.6
==> routing by layer <==
layer	track usage, %	vias to the layer above	share of wire (%)
met4	0.226	0	0.79
met2	3.64	4	39
met3	1.23	2	5.4
met5	0	-	0
li1	-	400	-
met1	3.86	329	55
==> registers in the layout, summed over array words and instances, names as in the netlist <==
name and count:
counter 27, pulse 1
==> metrics by stage <==
stage	utilization (%)	total power [W]
6_report	13.8	0.000368
4_1_cts	13.8	0.000373
3_3_place_gp	13.1	0.000211
2_1_floorplan	-	0.000211
3_5_place_dp	13.1	0.000211
5_1_grt	13.8	0.000383
==> synth_stat cells <==
cell	number	area (sq um)
nor2_1	6	22.5
and3_1	1	6.26
nor4b_1	1	8.76
nor2_2	1	6.26
nand4_1	9	56.3
xnor2_1	18	158
nand4_4	1	21.3
and4_1	1	8.76
nor3_1	3	15.0
nor4_4	1	21.3
ha_1	1	12.5
nor4_1	5	31.3
xor2_1	7	61.3
nand4_2	1	12.5
nand2_1	9	33.8
dfxtp_1	28	561
inv_1	3	11.3
nand3_1	14	70.1
==> power by group <==
part                 total, W  switching (W)  internal [W]
sequential           0.000206              0      0.000206
clock                0.000161      0.0000621     0.0000992
combinational  0.000000000154              0             0
total                0.000368      0.0000621      0.000305
Power figures rest on the tool's default switching activity, not on a simulated workload.
